<file path="./config.mk">
export PLATFORM = sky130hd
export DESIGN_NAME = Pipeline_queue
export DESIGN_NICKNAME = Pipeline_queue
export VERILOG_FILES = /design/flow/design.v
export SDC_FILE = /design/flow/constraint.sdc
export NUM_CORES = 4
export LEC_CHECK = 1
export CORE_UTILIZATION = 40
export SYNTH_HDL_FRONTEND = slang
</file>
<file path="./constraint.sdc">
current_design Pipeline_queue

set clk_period 5.9
set clk_io_pct 0.2

create_clock -name clk0 -period $clk_period [get_ports {clk}]

set non_clock_inputs [all_inputs -no_clocks]
set_input_delay [expr $clk_period * $clk_io_pct] -clock clk0 $non_clock_inputs
set_output_delay [expr $clk_period * $clk_io_pct] -clock clk0 [all_outputs]
</file>
<file path="./design.v">
module Pipeline_queue #(parameter data_width = 16, max_entries = 4)(
    input clk, rst, 
    input valid1, valid2,
    input [15:0] data1, data2,
    input [1:0] stall_in,
    input FLUSH,
    output reg valid_out1, valid_out2,
    output reg [15:0] data_out1, data_out2,
    output reg [1:0] stall_out
    );
    localparam DATA_WIDTH = data_width, ADDR_WIDTH = $clog2(max_entries);
    reg [DATA_WIDTH - 1:0] data [max_entries - 1:0];
    reg [ADDR_WIDTH - 1:0] head, tail;
    reg [ADDR_WIDTH - 1:0] next_head, next_tail;
    wire [max_entries - 1:0] Busy;
    reg [max_entries - 1:0] Busy1, Busy2;
    wire full, empty;
    reg n_valid1, n_valid2;
    assign full = ((sum(!Busy) - valid_out1 - valid_out2) == max_entries);
    assign empty = ((sum(!Busy) - valid1 - valid2) == 0);
    assign Busy = Busy1 ^ Busy2;
    always @ (*) begin
        if (rst) next_tail <= 0;
        else begin
            if (!full) begin
                if (valid1 & valid2) next_tail <= tail + 2;
                else if (valid1 & !valid2) next_tail <= tail + 1;
                else next_tail <= tail;
            end
            else next_tail <= tail;
        end
    end
    always @ (posedge clk) begin
        if (rst | FLUSH) tail <= 0;
        else tail <= next_tail;
    end
    always @ (posedge clk) begin
        if (rst | FLUSH) Busy1 <= {max_entries{1'b1}};
        else begin
            if (!full) begin
                if (valid1 & valid2) {Busy1[tail], Busy1[tail + 1]} <= {!Busy1[tail], !Busy[tail + 1]};
                else if (valid1 & valid2) Busy1[tail] <= !Busy1[tail];
                else Busy1 <= Busy;
            end
            else Busy1 <= Busy1;
        end
    end
    always @ (*) begin
        if (rst) next_head <= 0;
        else begin
            if (!empty) begin
                if (!(|stall_in)) begin
                    if ((Busy[head] & Busy[head + 1]) | (Busy[head] & valid1) | (valid1 & valid2)) next_head <= head + 2;
                    else if (Busy[head] | valid1) next_head <= head + 1;
                    else next_head <= head;
                end
                else if (&stall_in) next_head <= head;
                else if (stall_in[1] & (Busy[head] | valid1)) next_head <= head + 1;
                else next_head <= head;
            end
            else next_head <= head;
        end
    end
    always @ (posedge clk) begin
        if (rst | FLUSH) Busy2 <= {max_entries{1'b1}};
        else begin
            if (!empty) begin
                if (!(|stall_in)) begin
                    if ((Busy[head] & Busy[head + 1]) | (Busy[head] & valid1) | (valid1 & valid2))
                        {Busy2[head], Busy2[head + 1]} <= {!Busy2[head], Busy2[head + 1]};
                    else if (Busy[head] | valid1)
                        Busy2[head] <= !Busy[head];
                    else Busy2 <= Busy2;
                end
                else if (&stall_in) Busy2 <= Busy2;
                else if (stall_in[1] & (Busy[head] | valid1)) Busy2[head] <= !Busy2[head];
                else Busy2 <= Busy2;
            end
            else Busy2 <= Busy2;
        end
    end
    always @ (posedge clk) begin
        if (rst | FLUSH) head <= 0;
        else head <= next_head;
    end
    always @ (*) begin
        if (rst | FLUSH) {n_valid1, n_valid2} <= 2'b00;
        else begin
            if (Busy[head] & Busy[head + 1]) {n_valid1, n_valid2} <= 2'b11;
            else if (Busy[head] & valid1) {n_valid1, n_valid2} <= 2'b11;
            else if (valid1 & valid2) {n_valid1, n_valid2} <= 2'b11;
            else if (Busy[head]) {n_valid1, n_valid2} <= 2'b10;
            else if (valid1) {n_valid1, n_valid2} <= 2'b10;
            else {n_valid1, n_valid2} <= 2'b00;
        end
    end
    always @ (posedge clk) begin
        if (rst | FLUSH) {valid_out1, valid_out2} <= 2'b00;
        else {valid_out1, valid_out2} <= {n_valid1 & !stall_in[0], n_valid2 & !stall_in[1]};
    end
    always @ (posedge clk) begin
        if (rst | FLUSH) begin
            data_out1 <= {DATA_WIDTH{1'b0}};
            data_out2 <= {DATA_WIDTH{1'b0}};
        end
        else begin
            if (Busy[head] & Busy[head + 1]) begin
                data_out1 <= data[head];
                data_out2 <= data[head + 1];
            end
            else if (Busy[head] & valid1) begin
                data_out1 <= data[head];
                data_out2 <= data1;
            end
            else if (valid1 & valid2) begin
                data_out1 <= data1;
                data_out2 <= data2;
            end
            else if (Busy[head]) begin
                data_out1 <= data[head];
                data_out2 <= {DATA_WIDTH{1'b0}};
            end
            else if (valid1) begin
                data_out1 <= data1;
                data_out2 <= {DATA_WIDTH{1'b0}};
            end
            else begin
                data_out1 <= {DATA_WIDTH{1'b0}};
                data_out2 <= {DATA_WIDTH{1'b0}};
            end
        end
    end
    always @ (*) begin
        if (sum(Busy) <= 1) begin
            if (sum(Busy) == 3'd0) begin
                stall_out <= 2'b11;
            end
            else if (sum(Busy) == 3'd1) begin
                if (n_valid2) stall_out <= 2'b10;
                else stall_out <= 2'b00;
            end
            else stall_out <= 2'b00;
        end
        else stall_out <= 2'b00;
    end
    function [ADDR_WIDTH:0] sum(input [max_entries-1:0] a);
        integer i;
        reg [ADDR_WIDTH:0] count;
        begin
            count = 0;
            for (i = 0; i < max_entries; i = i + 1) begin
                count = count + a[i];
            end
            sum = count;
        end
    endfunction
endmodule
</file>
<file path="./run.sh">
#!/bin/bash
# OpenROAD 26Q1-2900-gdf79404cd8, Yosys 0.63+post, stock flow scripts
make -C /OpenROAD-flow-scripts/flow DESIGN_CONFIG=/design/flow/config.mk WORK_HOME=/design/flow/orfs finish
</file>
==> run_results.csv <==
group,metric,value,unit
outcome,status,"completed",
logic_synthesis,yosysWarnings,0,
logic_synthesis,adder_share,7.713,%
clock_tree,cts_max_level,2,
job,warnings,33,
worst_hold_path,hold_path.class,"reg -> reg",
floorplan,dieHeight,78.95,µm
placed_design,gp_congestion,0.9519,
layout,finalInstanceArea,3239,µm²
logic_synthesis,ys_sh_aoi,16.53,%
logic_synthesis,yosys.area.top_type,"dfxtp_1",
clock_tree,cts_tree,"built",
placed_design,dp_cells,395,
routing,drtAntennaViolNets,0,
final_timing,slew_viol_final,0,
power,power.switching,0.0002107,W
setup_path,timing.critical_path.fanout_max,10,
routing,viasPerCell,5.243,
setup_path,cp.required,4.72,ns
clock_tree,cts_resized,0,
routing,insertedDiodeCount,0,
logic_synthesis,ys_seq_share,38.88,%
clock_tree,postCtsHoldBufs,0,
final_timing,setup_viol,0,
routing,routed_wl,6148,µm
setup_path,r2r_cells,6,
final_timing,tightest_slew,0.7320,ns
global_route,track_usage,21.11,%
final_timing,period_used_share,69.82,%
power,sw_frac_of_total,29.22,%
final_timing,hold_viol_final,0,
power,ir_drop,0.1084,mV
final_timing,slew_headroom,51.11,%
power,power.internal,0.0005105,W
final_timing,finalSetupTns,0,ns
placed_design,postPlaceCellArea,3149,µm²
setup_path,rrSetupSlack,3.23,ns
routing,wl_per_cell,15.26,µm
worst_hold_path,whs_path_depth,3,
worst_hold_path,holdPathEnd,"tail[1]",
routing,drt_iter0_drc,92,
global_route,grt_pass1_vias,2012,
clock_tree,cts_buffers,5,
routing,vias,2113,
layout,stdcell_count,403,
logic_synthesis,top_cells_by_area,"dfxtp_1 39%, ha_1 6.9%, mux4_2 4.8%, and3_1 4.5%, a21oi_1 4.0%",
logic_synthesis,postSynthAreaPerCell,9.040,µm²
logic_synthesis,ys_top_logic_family,"simple AND/OR/NAND/NOR gates",
job,cap_violations,0,
worst_hold_path,min_from,"tail[1]",
floorplan,chip_area,6233,µm²
setup_path,critPathArrivalTime,2.94,ns
power,seqPwrFrac,46.1,%
logic_synthesis,synthTopCellsByCount,"46 x dfxtp_1, 25 x nor2_1, 24 x nand2_1",
placed_design,io_buffers,74,
logic_synthesis,synth.cellmix.simpleShare,20.81,%
logic_synthesis,ys_sh_xor,3.856,%
global_route,grt-ovfl-total,0,
power,clkPwrFrac,26.8,%
layout,syn_to_final_growth,36.77,%
clock_tree,clk_latency,0.30,ns
final_timing,timing.fmax,242.8,MHz
logic_synthesis,edf_count,0,
setup_path,r2r-start,"Busy2[0]",
clock_tree,clk_path_buf_depth,2,
global_route,grt_pass1_wl,10040,µm
logic_synthesis,synth_area,2369,µm²
logic_synthesis,ff_type,"dfxtp_1",
floorplan,fp_util,42.24,%
logic_synthesis,ys_ff,46,
final_timing,rsz0062_at_grt,"false",
logic_synthesis,yosysUniqueCellTypes,40,
routing,drtPass1Iterations,4,
clock_tree,cts_setup_buffers,0,
logic_synthesis,ys_cells,262,
power,p_per_area,222.6,nW/µm²
final_timing,period_minus_slack,4.119,ns
clock_tree,path_clk_slew,0.09,ns
global_route,grt_max_degree,29,
power,p_leak,1.263,nW
global_route,antenna_found_initial,0,
logic_synthesis,ys_sh_mux,7.396,%
logic_synthesis,yosysChipArea,2369,µm²
logic_synthesis,top_cell,"dfxtp_1",
layout,drive_gt1_share,9.668,%
logic_synthesis,async_flop_share,0,%
floorplan,ioPinCount,75,
setup_path,rr_endpoint,"head[0]",
power,p_comb_share,27.1,%
floorplan,coreArea,5608,µm²
setup_path,crit_path_end_kind,"output port",
final_timing,finClkSkew,0.005122,ns
floorplan,rows,27,
clock_tree,clockRootBuffer,"clkbuf_8",
setup_path,cp-start-kind,"register",
logic_synthesis,top_cell_area_share,38.88,%
floorplan,die_w,78.95,µm
placed_design,place_hpwl,4436,µm
routing,post-route-drc-count,0,
setup_path,critPathKind,"reg -> out",
logic_synthesis,synth_cells,262,
clock_tree,cts_sinks,46,
## cells in the final DEF (no fill, tap or decap), types with 2 or more instances in the layout
cell type / Yosys / layout
xnor2_1: 3 / 3
o31ai_1: 4 / 4
ha_1: 13 / 13
a221oi_1: 2 / 2
xnor2_2: 4 / 4
dfxtp_1: 46 / 46
a31oi_1: 9 / 9
clkbuf_8: 0 / 5
nor3_1: 2 / 2
nor2b_1: 4 / 4
a21bo_2: 3 / 3
nand3_1: 16 / 16
nand4_1: 5 / 5
nand2_1: 24 / 24
a21oi_1: 19 / 19
a211oi_1: 8 / 8
mux4_2: 5 / 5
clkdlybuf4s50_1: 0 / 74
and3_1: 17 / 17
inv_1: 10 / 10
or2_2: 3 / 3
nor2_1: 25 / 25
mux4_1: 2 / 2
o21ai_0: 9 / 9
buf_4: 1 / 3
## layer usage
layer  track usage, %  wire length (µm)  vias to the layer above
met5                0                 0                        -
met4            2.000                57                        0
met3            3.501               521                        5
met2            33.48              2690                       87
met1            32.45              2879                      954
li1                 -                 -                     1067
## how the worst max path moves through the flow
stage     startpoint      endpoint
6_report     head[0]  stall_out[1]
5_1_grt      head[0]  stall_out[1]
4_1_cts      head[0]  stall_out[1]
## critical path, stage by stage (launching register included)
cell             delay [ns]
dfxtp_1                0.48
inv_1                  0.20
ha_1                   0.40
mux4_2                 0.55
a21oi_4                0.29
nor2_2                 0.10
a31oi_1                0.17
nor3_1                 0.06
clkdlybuf4s50_1        0.40
## metrics by stage
step | hold slack, ns | utilization (%) | setup slack [ns] | power, W
4_1_cts | 0.6507 | 57.76 | 1.745 | 0.0007297
3_5_place_dp | 0.6269 | 56.16 | 1.805 | 0.0005352
6_report | 0.6466 | 57.76 | 1.781 | 0.0007212
5_1_grt | 0.6873 | 57.76 | 1.618 | 0.0007695
3_3_place_gp | 0.6256 | 56.16 | 1.799 | 0.0005368
2_1_floorplan | 0.5756 | - | 2.742 | 0.0004561
## flip-flops by register name (all words and copies together) (netlist names)
signal,cells
valid_out1,1
data_out2,16
tail,2
Busy2,4
head,2
valid_out2,1
data_out1,16
Busy1,4
## area by class of cell
class | instances | area (µm²)
fillers | 533 | 2369
multi-input cells | 189 | 1334
flip-flops and latches | 46 | 920.9
repair buffers | 77 | 763.2
well taps | 72 | 90.09
clock buffers | 5 | 68.82
inverters | 11 | 41.29
clock inverters | 3 | 21.27
## power groups by stage
stage / logic [W] / registers [W] / clock network (W)
5_1_grt: 0.000218 / 0.000334 / 0.000217
6_report: 0.000196 / 0.000333 / 0.000193
4_1_cts: 0.000197 / 0.000333 / 0.000200
## cells by family (layout without fill, tap and decap cells)
logic type      after synthesis  count (layout)
mux                           8               8
simple gates                101             101
buf+inv                      27              96
fa+ha+maj                    14              14
compound gates               59              59
flops                        46              46
xor+xnor                      7               7
No activity file was given, so power comes from the tool's default toggle rates.
